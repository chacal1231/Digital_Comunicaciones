--- config.mk ---
export PLATFORM = sky130hd
export DESIGN_NAME = everloop_interface
export DESIGN_NICKNAME = everloop_interface
export VERILOG_FILES = /design/flow/design.v
export SDC_FILE = /design/flow/constraint.sdc
export NUM_CORES = 4
export LEC_CHECK = 1
export CORE_UTILIZATION = 30
--- constraint.sdc ---
current_design everloop_interface

set clk_period 51.8
set clk_io_pct 0.2

create_clock -name clk0 -period $clk_period [get_ports {clk}]

set non_clock_inputs [all_inputs -no_clocks]
set_input_delay [expr $clk_period * $clk_io_pct] -clock clk0 $non_clock_inputs
set_output_delay [expr $clk_period * $clk_io_pct] -clock clk0 [all_outputs]
--- design.v ---
module everloop(clk, rst, ledData, debugLed, memRd, memAdd, memData);
	input clk, rst;
	output reg ledData;
	output reg debugLed = 1'b0;
	output reg memRd;
	output reg [7:0] memAdd;
	input [7:0] memData;
	localparam NUM_LEDS = 35;
	localparam MAX_MEM_ADD = (NUM_LEDS*4) - 1;
	localparam TIME_H1 = 17'd30;
	localparam TIME_H0 = 17'd30;
	localparam TIME_L1 = 17'd15;
	localparam TIME_L0 = 17'd45;
	localparam TIME_RESET = 17'd100000;
	localparam S_RESET 	= 3'd0;
	localparam S_READ 	= 3'd1;
	localparam S_H_L	= 3'd2;
	localparam S_H1		= 3'd3;
	localparam S_H0		= 3'd4;
	localparam S_L1		= 3'd5;
	localparam S_L0		= 3'd6;
	reg [2:0] state = S_RESET;
	reg [19:0] timer = TIME_RESET;
	reg [2:0] bitCount = 3'd0;
	reg [7:0] dataToSend = 8'b0;
	always @(posedge clk) begin
		if(rst) begin  
			timer = TIME_RESET;
			ledData = 1'b0;
			memAdd = 8'd0;
			dataToSend = 8'b0;
			memRd = 1'b0;
			state = S_RESET;
		end else begin
			case(state)
				S_RESET: begin
					if(timer>17'd0) begin  
						timer = timer - 17'd1;
						state = S_RESET;
					end else begin  
						memAdd = 8'd0;
						memRd = 1'b1;
						debugLed = ~debugLed;
						state = S_READ;
					end
				end
				S_READ: begin  
					bitCount = 3'b0;
					dataToSend = memData;
					memRd = 1'b0;
					state = S_H_L;
				end
				S_H_L: begin
					if(dataToSend[7]==1'b1) begin  
						timer = TIME_H1;
						ledData = 1'b1;
						state = S_H1;
					end else begin  
						timer = TIME_L1;
						ledData = 1'b1;
						state = S_L1;
					end
				end
				S_H1: begin
					if(timer>17'd0) begin  
						timer = timer - 17'd1;
						state = S_H1;
					end else begin  
						timer = TIME_H0;
						ledData = 1'b0;
						state = S_H0;
					end
				end
				S_H0: begin
					if(timer>17'd0) begin  
						timer = timer - 17'd1;
						state = S_H0;
					end else begin
						if(bitCount<3'd7) begin  
							bitCount = bitCount + 3'd1;
							dataToSend = {dataToSend[6:0],1'b0};
							state = S_H_L;
						end else begin
							if(memAdd<MAX_MEM_ADD) begin  
								memAdd = memAdd + 8'd1;
								memRd = 1'b1;
								state = S_READ;
							end else begin  
								timer = 17'd5000;
								state = S_RESET;
							end
						end
					end
				end
				S_L1: begin
					if(timer>17'd0) begin  
						timer = timer - 17'd1;
						state = S_L1;
					end else begin  
						timer = TIME_L0;
						ledData = 1'b0;
						state = S_L0;
					end
				end
				S_L0: begin
					if(timer>17'd0) begin  
						timer = timer - 17'd1;
						state = S_L0;
					end else begin
						if(bitCount<3'd7) begin  
							bitCount = bitCount + 3'd1;
							dataToSend = {dataToSend[6:0],1'b0};
							state = S_H_L;
						end else begin
							if(memAdd<MAX_MEM_ADD) begin  
								memAdd = memAdd + 8'd1;
								memRd = 1'b1;
								state = S_READ;
							end else begin  
								timer = 17'd1000000;
								state = S_RESET;
							end
						end
					end
				end
			endcase
		end
	end
endmodule
module everloopRAM(clk, d_in, addr_wr, wr, d_out, addr_rd, rd);
  input clk;
  input [7:0] d_in;
  input [7:0] addr_wr;
  input wr;
  output reg [7:0] d_out=0;
  input [7:0] addr_rd;
  input rd;
  reg [7:0] ram [0:139];  
always @(negedge clk)
begin
	if(wr) begin
		ram[addr_wr] <= d_in;
	end
	if (rd) begin
		d_out <= ram[addr_rd];
	end
end
endmodule
module everloop_interface(clk, rst, addr, d_in, cs, wr, ledControl, ledUpdate);
  input clk, rst;
  input [7:0]d_in;
  input cs;
  input [7:0]addr;  
  input wr;
  output ledControl, ledUpdate;
  wire memWr, memRd;
  wire [7:0] addrRd, dataRd;
  assign memWr = (cs && wr && (addr<140)) ? 1'b1 : 1'b0;
  everloopRAM ram1(.clk(clk), .d_in(d_in), .addr_wr(addr), .wr(memWr), 
  			.d_out(dataRd), .addr_rd(addrRd), .rd(memRd));
  everloop ever1(.clk(clk), .rst(rst), .ledData(ledControl), .debugLed(ledUpdate), 
  	.memRd(memRd), .memAdd(addrRd), .memData(dataRd));
endmodule
--- run.sh ---
#!/bin/bash
# OpenROAD 26Q1-2900-gdf79404cd8, Yosys 0.63+post, stock flow scripts
make -C /OpenROAD-flow-scripts/flow DESIGN_CONFIG=/design/flow/config.mk WORK_HOME=/design/flow/orfs finish
==> results.txt <==
run results: final core occ=37.4%, Final setup viols=0, Clock Tree Root=clkbuf_16, Resized cells post-CTS=0, initial antenna violation count=8, crit path DRT=26.22 ns, Max transition margin=35.5%, FP Util=30.2%, Maximum Capacitance Violations=0, hold_buf cts=0, drt first pass iters=5, Max H-tree Level=3, Pwr per Cell Area=41.1 mW/mm², Yosys Chip Area=0.0466 mm², IO buf count=21, Gate power share=2.2%, CP Class=input pin to flip-flop, gp weighted congestion=0.923, share of layout cells above drive strength 1=14.8%, WL per Instance=22.1 µm, crit path capture type=flip-flop, Worst-Margin Slew=0.967 ns, setup_tns=0 ns, clock sinks=1173, sequential cell area fraction in the yosys report=74.8%, mean post-synth cell area=19.0 µm², buffers inserted by post-CTS timing repair=0, yosys cell count=2456, Clock Skew=0.0221 ns, die height=396 µm, Yosys warning total=3, most instantiated logic cells after routing=1151 x inv_1, 1132 x edfxtp_1, 221 x mux4_2, RSZ-0062 raised after global routing=false, Final Hold Vio Count=0, Worst Path Max Fanout=11, CTS tree=yes, Fill cells=13800, Clock Tree Buf Depth=3, Vias/cell=4.80, vias in the first global route=32200, slowest CP cell=clkdlybuf4s50_1, Reg power frac=44.7%, Static Leak=21.6 nW, dpl hpwl=77.1 mm, Max Slew Vio Count=0, VDD IR max=0.0264 mV, status=complete, no violations, Synth flops=1173, CP peak stage delay=0.72 ns, clk latency late pin=0.70 ns, Die Wd=396 µm, global-route wire length before repair=190 mm, ys flop type=edfxtp_1, clock share of power=53.1%, drt total wl=128 mm, TritonCTS Buffers=121, Comb gate area=0.0109 mm², total tool warning count=1027, Storage cell area=0.0348 mm², clock slew at reported path FFs=0.07 ns, async set or reset register ratio after synthesis=0%, total power=2.36 mW, Worst Path Arrival=13.65 ns, Syn Std Cell Area=0.0466 mm², GRT Total Usage=17.6%, cell family contributing the most delay on the critical path=simple AND/OR/NAND/NOR gates, sw frac=26.9%, DR vias=27900, Worst Path Buf+Inv=3, Pint=1.73 mW, post-synthesis cell count=2456, drt initial violations=1775, largest net degree at the start of global routing=93, DRC Markers=0, Cell Type Count=72, I/O pin total=22, grt ovf=0, critical-path cell list=clkdlybuf4s50_1, nor3_1, nand2_1, a21oi_1, buf_4, and3b_1, nand2_1, buf_4, nor2_1, chip area=0.157 mm², CP startpoint kind=input pin, Psw=636 µW, Synth-to-Final Area Change=23.7%, core area=0.154 mm², Hold Crit Class=flip-flop to flip-flop, # rows=144, Post-synth EDFFs=1132, Final ANT Viol Nets=0, Top cell excl fill/tap=inv_1
==> power by group through the flow <==
stage / registers, mW / clock network (mW) / logic (mW)
final: 1.06 / 1.26 / 0.0525
after global routing: 1.06 / 1.40 / 0.0577
after CTS: 1.06 / 1.29 / 0.0527
==> per-stage QoR <==
stage                     std cells  instance area, µm²  setup WS, ns  hold WS, ns
after floorplan                2456               46600         13.47        0.432
after global placement         4449               49100         12.03        0.440
after detailed placement       4449               49100         12.06        0.445
after CTS                      5802               57600         12.76        0.452
after global routing           5804               57600         12.39        0.475
final                          5806               57600         12.56        0.451
==> synthesized netlist by cell type (22+ instances only) <==
master	instances	area [µm²]
clkbuf_1	65	244
mux4_2	221	4980
a21oi_1	55	275
nand2_1	77	289
o221ai_1	31	272
nor2b_1	22	138
edfxtp_1	1132	34000
a211oi_1	34	255
buf_4	23	173
nand3_1	29	145
nor2_1	192	721
dfxtp_1	41	821
mux2i_1	147	1470
o22ai_1	28	175
a22oi_1	23	173
buf_2	24	120
o21ai_0	31	155
nor3_1	27	135
==> path summary, 6_finish.rpt <==
kind / slack [ns] / depth (start not counted) / start / end
max: 12.56 / 9 / addr[5] / ram1.ram[10][2]
min: 0.45 / 2 / ever1.dataToSend[3] / ever1.dataToSend[3]
max reg2reg: 20.87 / 10 / ever1.memAdd[0] / ram1.d_out[4]
min reg2reg: 0.45 / 2 / ever1.dataToSend[3] / ever1.dataToSend[3]
==> area by class of cell <==
type,count,share of cell area [%]
Inverter,11,0.0717
Antenna cell,4,0.0174
Tap cell,2044,4.44
Timing Repair Buffer,91,1.29
Sequential cell,1173,60.5
Clock inverter,1226,9.25
Multi-Input combinational cell,1129,19.0
Clock buffer,128,5.49
==> logic make-up after synthesis <==
kind of cell    after synthesis  share of synthesized area [%]
compound gates              309                           4.66
xor+xnor                     11                          0.207
fa+ha+maj                     4                          0.102
buf+inv                     154                           1.82
flops                      1173                           74.8
mux                         385                           14.3
simple gates                420                           4.19
==> registers in the layout, indices dropped and copies added, names as in the netlist <==
signal and flops:
ever1.bitCount 3, ever1.dataToSend 8, ever1.debugLed 1, ever1.ledData 1, ever1.memAdd 8, ever1.memRd 1, ever1.state 3, ever1.timer 20
ram1.d_out 8, ram1.ram 1120
==> worst reg2reg max path, cell delays in order (launching register included) <==
cell       delay, ns
dfxtp_4         0.68
buf_4           0.57
buf_4           0.61
buf_12          0.56
mux4_2          0.69
nor2b_1         0.15
a2111oi_0       0.43
buf_4           0.22
a211oi_1        0.10
o41ai_1         0.44
a31oi_1         0.23
==> routing by layer <==
layer	part of all wire [%]	vias up	wire, µm	track usage, %
met5	0.28	-	358	1.51
met4	2.8	24	3560	7.23
met3	18	224	22600	16.3
met2	45	1863	58200	24.2
met1	34	13300	43700	18.4
li1	-	12500	-	-
Power figures rest on the tool's default switching activity, not on a simulated workload.
