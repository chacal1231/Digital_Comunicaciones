==> /design/flow/design.v <==
module dpRAM_interface(clk, addr, d_in, d_out, cs, wr,  rd);
  input clk;
  input [15:0]d_in;
  input cs;
  input [7:0]addr;  
  input rd;
  input wr;
  output [15:0]d_out;
dualport_RAM dlptRAM (.clk(clk), .d_in(d_in), .d_out(d_out), .addr(addr), .rd(cs && rd), .wr(cs && wr) );
endmodule
module dualport_RAM(clk, d_in, d_out, addr, rd, wr);
  input clk;
  input [15:0]d_in;
  output reg [15:0]d_out=0;
  input [7:0]addr;  
  input rd;
  input wr;
  reg [15:0] ram [255:0];  
always @(negedge clk)
begin
	if (rd) begin
		d_out<= ram[addr];
	end
	else if(wr) begin
		ram[addr] <= d_in;
	end
end
endmodule
==> /design/flow/run.sh <==
#!/bin/bash
# OpenROAD 26Q1-2900-gdf79404cd8, Yosys 0.63+post, stock flow scripts
make -C /OpenROAD-flow-scripts/flow DESIGN_CONFIG=/design/flow/config.mk WORK_HOME=/design/flow/orfs finish
==> /design/flow/config.mk <==
export PLATFORM = sky130hd
export DESIGN_NAME = dpRAM_interface
export DESIGN_NICKNAME = dpRAM_interface
export VERILOG_FILES = /design/flow/design.v
export SDC_FILE = /design/flow/constraint.sdc
export NUM_CORES = 4
export LEC_CHECK = 1
export CORE_UTILIZATION = 40
==> /design/flow/constraint.sdc <==
current_design dpRAM_interface

set clk_period 47.3
set clk_io_pct 0.2

create_clock -name clk0 -period $clk_period [get_ports {clk}]

set non_clock_inputs [all_inputs -no_clocks]
set_input_delay [expr $clk_period * $clk_io_pct] -clock clk0 $non_clock_inputs
set_output_delay [expr $clk_period * $clk_io_pct] -clock clk0 [all_outputs]
==> run summary <==
yosys + openroad results -> flop2flop setup slack 44090 ps, DP Area 164000 um2, critical-path maximum fanout 60, Critical Path Source Type input pin, average cell area after synthesis 23.2 um2, Most Used Layer, Global Route met2, Final Instance Area 195000 um2, vias per cell 5.13, cell count after synthesis 6708, CP Data Required Time 24300 ps, Post-synth seq share 79.5%, Ys Warns 1, library cells used by synthesis 21, H-tree Lvls 5, status finished clean, CTS tree built, routed via count 86700, post-placement cell count 12000, DIE HEIGHT 625 um, RR Startpoint dlptRAM.ram[46][5]$_DFFE_NP_, Root Buffer clkbuf_16, tool warnings 1043, crit path capture dlptRAM.d_out[12]$_DFFE_NP_, Finished Core Util 50.4%, M1 GR Usage 24.1%, WP data arrival 14960 ps, # rows 228, clk sinks 4112, WS Path Type in2reg, RSZ-0062 raised after global routing false, Pleak 77.0 nW, FP Util 40.3%, Top-area cell share 79.5%, buffers added on ports 43, Max Cap Viol 0, # Post-CTS Setup Buffers 0, Post-CTS Resized 0, Setup-failing EPs final 0, area leader, netlist edfxtp_1, Post-Route Setup TNS 0 ps, VDD IR max 0.0000345 V, crit path launch addr[0], initial DRC count 5198, TritonCTS Buffers 434, Slew HR 18.3%, largest net degree at the start of global routing 126, detailed-route DRC error count 0, Worst Hold Class reg2reg, FF-to-FF End dlptRAM.d_out[5]$_DFFE_NP_, share of cells above drive strength 1 19.4%, GRT Util Overall 23.9%, total power 9.15 mW, DR WL/cell 24.7 um, Reg clk slew, reported paths 50 ps, met3 Use GR 22.1%, I/O Pins 44, Power Density 47.0 nW/um2, GRT overflow 0, YS chip area 155000 um2, initial antenna violation count 14, wire length of the first global-routing pass 607 mm, Die Size 391000 um2, post-DP HPWL 232 mm, met2 usage 33.0%, vias in the first global route 103000, core area 386000 um2, clock buffer depth 4, RD Place Congestion 0.865, DRT Pass-1 Iters 6, synth top area cells edfxtp_1 (79%), mux4_2 (15%), a22oi_1 (2.5%), a21oi_1 (0.82%), clkbuf_1 (0.63%), Synth-to-Final Area Change 25.3%, Worst Reg2Reg Path Length in Cells 6, fin cells 16900, fin. max-slew vios 0, Netlist Area Pre-Place 155000 um2, Flops after synth 4112, final hold viol count 0, number of cells in Yosys stat 6708, Worst Tran Pin Value 1210 ps, Hold Buf Count CTS 0, Clock Skew 38.5 ps, drt total wl 417 mm, Routed Antenna Nets 0, clk latency late pin 960 ps, Setup crit end kind flip-flop, Die Span X 625 um
cells in the final DEF, fill, tap and decap left out, types with 2 or more instances in the layout:
cell and instances:
a21oi_1 256, a22oi_1 512, and2_1 2, buf_12 6, buf_4 465, buf_8 17, bufinv_16 71, clkbuf_16 440
clkdlybuf4s50_1 25, clkinv_16 5, clkinv_4 8, clkinv_8 10, clkinvlp_2 127, diode_2 9, edfxtp_1 4112, inv_1 4206
inv_4 27, inv_6 5, mux4_2 1024, nand2_1 12, nand2_2 16, nand2b_4 2, nand3_1 4, nand4_1 16
nor2_1 256, nor2_2 2, nor2b_2 3, nor2b_4 2, nor3_1 4, o41ai_1 35, o41ai_2 28
cells in the mapped netlist (all sizes together):
master,instances
a22oi,512
or2,1
nand3,4
nor2b,6
and2,3
nor2,259
nand3b,1
mux4,1024
a21oi,256
nand4,16
nand2b,2
edfxtp,4112
clkbuf,262
inv,3
nor3,4
nand2,29
o41ai,64
buf,150
state kept, by name, summed over array words and instances, names as in the netlist:
register and count:
dlptRAM.d_out 16, dlptRAM.ram 4096
metal layers:
layer | routed length (um) | vias up
li1 | - | 38300
met1 | 127000 | 41900
met2 | 198000 | 5677
met3 | 75500 | 775
met4 | 16000 | 22
met5 | 610 | -
final cells by class:
cell class / instances / area [um2]
antenna: 9 / 22.5
clock buffer: 440 / 11000
clock inverter: 4459 / 19200
fill: 29600 / 191000
inverter: 2 / 7.51
multi-input combinational: 2181 / 30400
sequential: 4112 / 123000
tap: 5175 / 6470
timing repair buffer: 514 / 4140
worst min-delay path by stage:
stage,end,startpoint,depth (start not counted)
CTS,dlptRAM.d_out[9]$_DFFE_NP_,dlptRAM.ram[226][9]$_DFFE_NP_,5
global route,dlptRAM.d_out[9]$_DFFE_NP_,dlptRAM.ram[225][9]$_DFFE_NP_,5
finish,dlptRAM.d_out[9]$_DFFE_NP_,dlptRAM.ram[226][9]$_DFFE_NP_,5
critical path, stage by stage:
cell and delay [ps]:
buf_16 350, buf_4 660, buf_4 690, buf_4 670, buf_4 580, buf_4 520
mux4_2 570, a22oi_1 270, a21oi_1 140, o41ai_1 650, nand4_1 160
stage by stage:
stage / hold WS (ps) / setup WS, ps
final: 1010 / 9340
after global routing: 1070 / 8740
after CTS: 1020 / 9270
after detailed placement: 1040 / 8210
after global placement: 1000 / 7960
after floorplan: 896 / 11580
where the power goes:
part	switching [mW]	leakage, nW	internal [mW]	total, mW
combinational	0.214	10.9	0.109	0.323
sequential	0.00284	37.0	4.05	4.05
clock	2.24	29.1	2.54	4.78
total	2.46	77.0	6.69	9.15
cells by family after synthesis:
group           share of synthesized area [%]
mux                                      14.8
flops                                    79.5
simple gates                            0.839
compound gates                           3.66
buf+inv                                  1.18
No activity file was given, so power comes from the tool's default toggle rates.
