==> flow/design.v <==
module control_div( clk , rst , start , MSB , z , INIT , SH , DEC , LDA , DONE, DV0  );
 input clk;
 input rst;
 input start;
 input MSB;
 input z;
 output reg INIT;
 output reg DV0;
 output reg SH;
 output reg DEC;
 output reg LDA;
 output reg DONE;
 parameter START  = 3'b000;
 parameter SHIFT_DEC  = 3'b001;
 parameter CHECK  = 3'b010;
 parameter ADD  = 3'b011;
 parameter LOAD  = 3'b101;  
 parameter END1  = 3'b100;
 reg [2:0] state;
 initial begin
  INIT=1;
  DV0=0;
  SH=0;
  DEC=0;
  LDA=0;
  DONE=0;
 end
reg [3:0] count;
always @(posedge clk) begin
    if (rst) begin
      state = START;
    end else begin
    case(state)
     START: begin
     count=0;
      if(start)
        state = SHIFT_DEC;
      else
        state = START;
	end
     SHIFT_DEC:
        state = CHECK;
     CHECK: 
      if(z)
        state = END1;
      else begin 
	if (MSB==0)
          state = ADD;
	else
          state = SHIFT_DEC;
      end
     ADD: 
      if(z)
        state = END1;
      else
        state = SHIFT_DEC;
     END1:begin
          count = count + 1;
          state = (count>9) ? START : END1 ;
	       end
     default: state = START;
   endcase
   end
 end
always @(state) begin
  case(state)
    START:begin
	INIT=1;
	DV0=0;
	SH=0;
	DEC=0;
	LDA=0;
	DONE=0;
       end
     SHIFT_DEC:begin
	INIT=0;
	DV0=DV0;
	SH=1;
	DEC=1;
	LDA=0;
	DONE=0;
       end
     CHECK:begin
	INIT=0;
	DV0=0;
	SH=0;
	DEC=0;
	LDA=0;
	DONE=0;
       end
     ADD:begin
	INIT=0;
	DV0=1;  
	SH=0;
	DEC=0;
	LDA=0;
	DONE=0;
       end
     LOAD:begin
	INIT=0;
	DV0=0;
	SH=0;
	DEC=0;
	LDA=1;  
	DONE=0;
       end
     END1:begin
	INIT=0;
	DV0=0;
	SH=0;
	DEC=0;
	LDA=0;
	DONE=1;
       end
     default:begin
	INIT=1;
	DV0=0;
	SH=0;
	DEC=0;
	LDA=0;
	DONE=0;
       end
  endcase
end
endmodule
module counter_div (clk , rst, DEC, z);
  input clk;
  input rst;
  input DEC;
  output reg z;
  reg [4:0] cont=16;
always @(negedge clk) begin
  if (rst) 
   cont = 5'b10000;  
  else
     begin
      if (DEC) cont=cont-1;
      else cont=cont;
     end
 z = (cont==0) ? 1 : 0 ;
end
endmodule
module div_16(clk , rst , init_in , A , B , Result , done);
  input rst;
  input clk;
  input init_in;
  input [15:0]A;
  input [15:0]B;
  output [15:0] Result;
  output done;
  wire INIT, SH, LDA;
  wire MSB;
  wire [15:0] Result_Sub;
  wire [15:0] Reg_A;
  wire DEC, z, DV0;
  lsr_div lsr_d ( .clk(clk) , .rst(0), .DV_in(A), .Result(Result_Sub), .INIT(INIT), .SH(SH), .LDA(LDA), .A(Reg_A) );
  subtractor sb ( .clk(clk) , .rst(rst), .in_A(Reg_A) , .in_B(B) , .MSB(MSB) , .Result(Result_Sub), .DV0(DV0) );
  counter_div ctr_dv ( .clk(clk) , .rst(INIT) , .DEC(DEC), .z(z) );
  control_div ctl_dv ( .clk(clk) , .rst(rst) , .start(init_in) , .MSB(MSB) , .z(z) , .INIT(INIT) , .SH(SH) , .DEC(DEC) , .LDA(LDA) , .DONE(done), .DV0(DV0) );
  final_result fr ( .clk(clk), .rst(INIT) , .DEC(DEC) , .MSB(MSB) , .Result(Result));
endmodule
module final_result ( clk, rst, DEC, MSB, Result);
  input clk;
  input rst;
  input DEC;
  input MSB;
  output reg [15:0] Result;
always @(posedge clk) begin
  if(rst)
	Result=0;
  else if(DEC) begin
	if (MSB==0)
		Result= {Result[14:0],1'b1};
	else
		Result= {Result[14:0],1'b0};
  end
end
endmodule
module lsr_div (clk , rst, DV_in, Result, INIT, SH, LDA, A);
  input clk;
  input rst;
  input [15:0] DV_in;
  input [15:0] Result;
  input INIT;
  input SH;
  input LDA;
  output reg [15:0] A;
reg [15:0] DV;
always @(negedge clk)   
  if(INIT || rst) begin
	A=0;
	DV= DV_in;
  end
  else begin
	  if(SH) begin
		{A,DV}={A,DV}<<1;
	  end
	  else begin
	  	if(LDA)
			A=Result;
 	 	else
			A=A;
	  end
  end
endmodule
module subtractor (clk , rst, DV0, in_A , in_B , MSB , Result);  
  input clk;
  input rst;
  input DV0;
  input [15:0] in_A;
  input [15:0] in_B;  
  output reg MSB=0;
  output reg [15:0] Result=0;
always @(negedge clk) begin
  if(rst) begin 
	Result=0;
  end
  else 
  if(DV0==1) begin
  Result= in_A + (~in_B)+1;
  end 
  else Result=Result;
end
always @(*) begin
if(in_A < in_B) MSB=1;
else MSB=0;
end
endmodule
module peripheral_div(clk , rst , d_in , cs , addr , rd , wr, d_out );
  input clk;
  input rst;
  input [15:0]d_in;
  input cs;
  input [3:0]addr;  
  input rd;
  input wr;
  output reg [15:0]d_out;
reg [5:0] s; 	 
reg [15:0] A=0; 
reg [15:0] B=0;
reg init=0;
wire [15:0] C;	 
wire done;
always @(*) begin 
case (addr)
4'h0:begin s = (cs && wr) ? 6'b000001 : 6'b000000 ;end  
4'h2:begin s = (cs && wr) ? 6'b000010 : 6'b000000 ;end  
4'h4:begin s = (cs && wr) ? 6'b000100 : 6'b000000 ;end  
4'h6:begin s = (cs && rd) ? 6'b001000 : 6'b000000 ;end  
4'h8:begin s = (cs && rd) ? 6'b010000 : 6'b000000 ;end  
default:begin s = 6'b000000 ; end
endcase
end 
always @(negedge clk) begin 
A    = (s[0]) ? d_in : A;	 
B    = (s[1]) ? d_in : B;	 
init = s[2] ;  
end 
always @(negedge clk) begin 
case (s[5:3])
3'b001: d_out[0] = done ;
3'b010: d_out    = C ;
default: d_out   = 0 ;
endcase
end 
div_16 d_16(.clk(clk), .rst(rst), .init_in(init) , .A(A), .B(B), .Result(C), .done(done));
endmodule
==> flow/run.sh <==
#!/bin/bash
# OpenROAD 26Q1-2900-gdf79404cd8, Yosys 0.63+post, stock flow scripts
make -C /OpenROAD-flow-scripts/flow DESIGN_CONFIG=/design/flow/config.mk WORK_HOME=/design/flow/orfs finish
==> flow/config.mk <==
export PLATFORM = sky130hd
export DESIGN_NAME = peripheral_div
export DESIGN_NICKNAME = peripheral_div
export VERILOG_FILES = /design/flow/design.v
export SDC_FILE = /design/flow/constraint.sdc
export NUM_CORES = 4
export LEC_CHECK = 1
export CORE_UTILIZATION = 30
==> flow/constraint.sdc <==
current_design peripheral_div

set clk_period 3.5
set clk_io_pct 0.2

create_clock -name clk0 -period $clk_period [get_ports {clk}]

set non_clock_inputs [all_inputs -no_clocks]
set_input_delay [expr $clk_period * $clk_io_pct] -clock clk0 $non_clock_inputs
set_output_delay [expr $clk_period * $clk_io_pct] -clock clk0 [all_outputs]
==> results.py <==
# Generated from Yosys and OpenROAD reports
metrics = {
    "route": {
        "routed-via-count": 3062,
        "dr.pass1.iters": 4,
        "antennaDiodeCount": 0,
        "viasPerCell": 4.27,
        "drc": 0,
        "drtIter0Drc": 139,
        "ant_nets": 0,
        "wl_per_cell_um": 10.8,
        "wl_um": 7760,
    },
    "global_route": {
        "met3_usage": 0.0377,
        "grt_overflow_total": 0,
        "grt_busiest_layer": "met2",
        "grt_antenna_before_repair": 0,
        "globalRouteMet1Util": 0.150,
        "grt_max_degree": 34,
        "grt_use_met2": 0.161,
        "track_usage": 0.107,
        "grt_pass1_vias": 3077,
        "grt_pass1_wl_um": 13300,
    },
    "finish": {
        "lay_top_count": "inv_1",
        "final_cell_mix": "inv_1, nand2_1, edfxtp_1",
        "area_delta_synth_final_pct": 34.7,
        "fill_cells": 1299,
        "drive_above_1_share": 0.156,
        "finalInstanceArea_um2": 6050,
    },
    "clocking": {
        "clock.latency.late_pin_ps": 420,
        "clk_pin_slew_ps": 70,
        "ctsRootBufferMaster": "clkbuf_16",
        "cts_made_buffers": 9,
        "cts.path.max_buffers": 2,
        "cts_tree": "built",
        "cts.sinks": 112,
        "cts_max_level": 3,
    },
    "worst_setup_path": {
        "cp_max_fo": 3,
        "cp-end-kind": "flop",
        "cp.required_ps": 3740,
        "worstPathArrival_ps": 3840,
        "startpoint_type": "flop",
        "path_class": "reg -> reg",
        "reg2reg_depth": 7,
    },
    "final_timing": {
        "tightest_slew_ps": 393,
        "holdWs_ps": 446,
        "rsz0062_at_grt": "yes",
        "setup_ws_ps": -99.2,
        "setup_violations": 2,
        "maxSlewHeadroom": 0.735,
        "maxSlewViolCount": 0,
        "hold_viol": 0,
        "fin_skew_ps": 75.0,
    },
    "yosys": {
        "ys_types": 42,
        "ys_ff": 112,
        "yosysWarnings": 7,
        "ys.flop_type": "edfxtp_1",
        "async_reset_ff_frac": 0,
        "top_cells_by_area": "edfxtp_1, dfxtp_1, nand2_1",
        "top_area_cell": "edfxtp_1",
        "ys_seq_share": 0.648,
        "syn_area_um2": 4500,
        "syn_area_per_cell_um2": 11.8,
        "synth_cells": 381,
        "edf_count": 67,
        "yosys_cells": 381,
        "synth_top_area_share": 0.448,
        "yosys_area_um2": 4500,
    },
    "place": {
        "gp_congestion": 0.747,
        "placed_area_um2": 5360,
        "numPortBuffers": 40,
        "dp.final_hpwl_um": 4970,
        "dp_slack_ps": -646,
    },
    "worst_hold_path": {
        "hold_class": "reg -> reg",
        "holdPathStages": 2,
    },
    "outcome": {
        "violations": "setup timing",
        "status": "finished, violations left",
    },
    "die": {
        "core_area_um2": 14600,
        "die_y_um": 124,
        "die_x_um": 124,
        "dieArea_um2": 15500,
        "ios": 41,
        "rows": 44,
        "fp_util": 0.308,
    },
    "run": {
        "cap_violations": 0,
        "warning_count": 117,
    },
    "power_and_ir_drop": {
        "peakVddDrop_uv": 363,
        "power_leakage_nw": 2.65,
        "power_density_nw_per_um2": 476,
    },
}
## flip-flops by register name, indices dropped and copies added, names as in the netlist
signal             count
B                     16
d_16.ctl_dv.state      5
init                   1
d_16.lsr_d.DV         16
d_16.lsr_d.A          16
d_out                 16
d_16.ctr_dv.cont       5
A                     16
d_16.fr.Result        16
d_16.ctl_dv.count      4
d_16.ctr_dv.z          1
## routing by layer
metal  vias up  part of all wire
met4         0             0.016
met1      1371              0.48
li1       1619                 -
met3         8             0.044
met2        64              0.46
met5         -                 0
## area by class of cell
class | count | area, um^2 | share of cell area
sequential | 112 | 2920 | 0.482
multi-input combinational | 227 | 1570 | 0.259
timing repair buffer | 63 | 611 | 0.101
clock inverter | 92 | 370 | 0.0612
clock buffer | 11 | 254 | 0.0420
tap | 184 | 230 | 0.0380
inverter | 28 | 109 | 0.0180
## synthesized netlist by cell type (2+ instances only)
cell,n
inv_1,28
o22ai_1,2
nand3_1,6
xnor2_1,3
xor2_1,2
clkbuf_1,10
nand2b_1,4
mux2_2,15
nor2_1,12
ha_1,20
nor3b_1,2
and2_1,16
or3_1,2
dfxtp_1,45
or2_2,2
nor3_1,4
edfxtp_1,67
and3_1,2
nand4_1,4
a2111oi_2,2
a21oi_1,7
o21ai_0,35
nand2_1,72
## path summary, 6_finish.rpt
| path | slack (ps) | from | to |
|---|---|---|---|
| min reg2reg | 450 | d_16.lsr_d.DV[15] | d_16.lsr_d.A[0] |
| min | 450 | d_16.lsr_d.DV[15] | d_16.lsr_d.A[0] |
| max reg2reg | -100 | B[13] | d_16.ctl_dv.state[3] |
| max | -100 | B[13] | d_16.ctl_dv.state[3] |
## kinds of logic after synthesis
logic type	Yosys count	share of synthesized area
AND-OR/OR-AND	55	0.0726
XOR/XNOR	5	0.00974
adder cells (fa/ha/maj)	20	0.0557
buffers and inverters	42	0.0379
flip-flops	112	0.648
multiplexers	15	0.0376
AND/OR/NAND/NOR	132	0.139
## worst max-delay path: stages, from the launching register on
cell and delay [ps]:
edfxtp_1 310, inv_1 50, ha_1 300, nand4_1 150, or2_4 310, a2111oi_4 250
nor4_4 110, a31o_1 230
## what timing repair did
item | 4_1_cts | 5_1_grt
hold buffers | 0 | 0
pin swaps | 7 | 8
cloned | 1 | 0
endpoints found under the setup margin | 82 | 29
gates resized | 38 | 10
buffers inserted | 1 | 0
## power breakdown
group	internal, W	leakage, nW	switching [W]
clock network	0.000694	0.614	0.000698
logic	0.0000419	0.992	0.0000311
registers	0.00141	1.05	0.00000466
## stage by stage
stage	setup TNS, ps	cells	total power (W)	utilization
floorplan	-1500	381	0.00161	-
global placement	-32440	613	0.00166	0.367
detailed placement	-33810	613	0.00166	0.367
CTS	-220	717	0.00294	0.414
global route	-469	717	0.00308	0.415
finish	-109	717	0.00288	0.415
Power and IR drop assume default switching activity.
